==> design/flow/design.v <==
module SPI_Protocal( input wire sclk                                      ,
                     input wire reset                                     ,
                     input wire mosi                                      ,  
                     input wire slave_select                              ,  
                     input [7:0] data_in                                  ,  
                     output  miso                                         ,  
                     output reg [7:0] data_out                            ,  
                     output reg shift_done                                   
                   )                                                      ;
reg [7:0] slave_shift_register                                            ;
reg mosi_internal_reg                                                     ;
reg miso_internal_reg                                                     ;
reg [7:0] internal_data_out                                               ;
reg [3:0] counter                                                         ;
integer i = 0                                                             ;
assign miso     = miso_internal_reg                                       ;
always @(posedge sclk) begin
    if(reset == 1'b1) begin
        data_out             <= 8'b0                                      ;
        shift_done           <= 1'b0                                      ;
        slave_shift_register <= 8'b0                                      ;  
        mosi_internal_reg    <= 1'b0                                      ;
        miso_internal_reg    <= 1'b0                                      ;
        internal_data_out    <= 8'b0                                      ;
        counter              <= 4'b0                                      ;
    end   
    else begin  
        if(slave_select == 1'b1) begin
            slave_shift_register <= data_in                               ; 
        end  
        else begin
            mosi_internal_reg     <= mosi                                 ;  
            if(i == 0) begin
                miso_internal_reg <= slave_shift_register[7]              ;  
               internal_data_out  <= {slave_shift_register[6:0],mosi}     ;  
               i = i + 1                                                  ;   
               counter = counter + 4'b1                                   ;                                   
            end
            else begin
                miso_internal_reg <= internal_data_out[7]                ;
                internal_data_out <= {internal_data_out[6:0],mosi}        ; 
                counter           <= counter + 4'b1                       ;
                if(counter == 4'b1000) begin
                    data_out      <= internal_data_out                    ;
                    shift_done    <= 1'b1                                 ;
                    counter       <= 4'b0                                 ;
                end
                else begin
                    counter       <= counter + 4'b1                       ;
                end
            end 
       end
   end
end
endmodule
==> design/flow/run.sh <==
#!/bin/bash
# OpenROAD 26Q1-2900-gdf79404cd8, Yosys 0.63+post, stock flow scripts
make -C /OpenROAD-flow-scripts/flow DESIGN_CONFIG=/design/flow/config.mk WORK_HOME=/design/flow/orfs finish
==> design/flow/config.mk <==
export PLATFORM = sky130hd
export DESIGN_NAME = SPI_Protocal
export DESIGN_NICKNAME = SPI_Protocal
export VERILOG_FILES = /design/flow/design.v
export SDC_FILE = /design/flow/constraint.sdc
export NUM_CORES = 4
export LEC_CHECK = 1
export CORE_UTILIZATION = 40
==> design/flow/constraint.sdc <==
current_design SPI_Protocal

set clk_period 5.6
set clk_io_pct 0.2

create_clock -name clk0 -period $clk_period [get_ports {sclk}]

set non_clock_inputs [all_inputs -no_clocks]
set_input_delay [expr $clk_period * $clk_io_pct] -clock clk0 $non_clock_inputs
set_output_delay [expr $clk_period * $clk_io_pct] -clock clk0 [all_outputs]
==> flow_summary.rst <==
Flow metrics
------------

.. list-table::
   :header-rows: 1

   * - Metric
     - Value
   * - Result of the run
     - finished clean
   * - Number of flip-flops in the largest register
     - 32
   * - Clock network latency to the later pin of the worst-skew pair
     - 0.34 ns
   * - Antenna violations before repair
     - 0
   * - Core box area
     - 7330 um2
   * - CP Max Fanout
     - 32
   * - Crit path kind
     - register to register
   * - Yosys cell count
     - 281
   * - Slew at the pin closest to its max-slew limit
     - 0.501 ns
   * - Root cell of the clock tree
     - sky130_fd_sc_hd__clkbuf_8
   * - Register bit count reported by yosys
     - 62
   * - Via count of the first global-routing pass
     - 1816
   * - Sequential-to-total area share from yosys stat
     - 51.1%
   * - Final core utilization
     - 48.2%
   * - Total length of routed wires
     - 5340 um
   * - Top cells by area
     - sky130_fd_sc_hd__edfxtp_1 31%, sky130_fd_sc_hd__dfxtp_1 20%, sky130_fd_sc_hd__mux2i_1 5.9%, sky130_fd_sc_hd__xor2_1 5.7%, sky130_fd_sc_hd__xnor2_1 3.7%
   * - Antenna diode instance count
     - 0
   * - Area share of the largest cell type after synthesis
     - 31.4%
   * - Syn Inst Count
     - 281
   * - Post-synthesis async set-or-reset flop share
     - 0%
   * - Residual DRC
     - 0
   * - GRT Residual Overflow
     - 0
   * - Placement Setup Slack
     - 2.82 ns
   * - Clock skew
     - 0.0125 ns
   * - Combined area of all synthesized cells
     - 3060 um2
   * - Gpl congestion
     - 0.799
   * - Total routing usage reported by global routing
     - 15.3%
   * - Clock buffers created by TritonCTS
     - 9
   * - Fraction of layout instances using a drive strength above 1
     - 10.4%
   * - Boundary pin count
     - 22
   * - Post-Syn Area per Cell
     - 10.9 um2
   * - Die span in y
     - 89.4 um
   * - Hold bufs inserted after CTS
     - 0
   * - Multi-input logic area
     - 1360 um2
   * - Most instantiated flip-flop cell in the synthesis netlist
     - sky130_fd_sc_hd__edfxtp_1
   * - Number of standard-cell rows in the floorplan
     - 31
   * - CTS HTree Levels
     - 3
   * - Clock sink count
     - 62
   * - Max-capacitance violation count
     - 0
   * - Share of the cycle needed by the critical path after routing
     - 46.0%
   * - Synthesis Warnings
     - 1
   * - Final-report max-slew violation count
     - 0
   * - Clock tree from TritonCTS
     - built
   * - Hold Vio Cnt, Final
     - 0
   * - Commonest non-fill, non-tap cell in the layout
     - sky130_fd_sc_hd__edfxtp_1
   * - Total negative slack for setup checks
     - 0 ns
   * - Wire length of the first global-routing pass
     - 9050 um
   * - Count of library flops with an enable pin
     - 32
   * - Worst IR drop on VDD
     - 141 uV
   * - Post-CTS setup buffer count
     - 0
   * - Tmin final
     - 2.58 ns
   * - Buffers from clock root to sink, at most
     - 2
   * - Arrival time of data at the critical path endpoint
     - 2.57 ns
   * - Detailed-routing iteration count for the pre-antenna-repair pass
     - 4
   * - Required time reported for the critical path endpoint
     - 5.59 ns
   * - Power density over the cells
     - 256 nW/um2
   * - Layout area overhead
     - 15.6%
   * - Register Area
     - 1560 um2
   * - Number of distinct library cells after synthesis
     - 34
   * - Number of port buffers
     - 21
   * - Unrepaired setup endpoints after global routing
     - no
   * - Total leakage power
     - 1.24 nW
   * - Cell type with the largest total area
     - sky130_fd_sc_hd__edfxtp_1
   * - Resize count post-CTS
     - 0
   * - Final HPWL from detailed placement
     - 3460 um
   * - Via count
     - 2042
   * - Die Width
     - 89.4 um
   * - Clock slew at the register clock pins of the worst setup and hold paths
     - 0.08 ns
   * - Chip Area
     - 8000 um2
   * - Top logic cells by instance count in the layout
     - 32 x sky130_fd_sc_hd__edfxtp_1, 30 x sky130_fd_sc_hd__dfxtp_1, 25 x sky130_fd_sc_hd__nor2_1
   * - Relative slew slack
     - 66.5%
   * - Max frequency
     - 0.388 GHz
   * - CP Launch Type
     - register
   * - Final setup slack of the worst path
     - 3.02 ns
   * - Initial drt markers
     - 138
   * - Pin count of the biggest net entering global routing
     - 40
   * - Total number of warnings across the stage logs
     - 27
   * - Average vias per placed instance
     - 5.02
   * - CP endpoint kind
     - register
   * - Area of the synthesized netlist per yosys stat
     - 3060 um2
   * - Remaining number of nets flagged by the antenna check after routing
     - 0
   * - Per-cell routed wire length
     - 13.1 um
   * - Path class of the lowest-slack min-delay path
     - register to register
   * - Filler Cell Count
     - 666
   * - Final setup fails
     - 0
   * - Effective utilization at floorplan
     - 41.7%
[metal layers]
metal | global-route usage, % | share of wire [%]
met5 | 0 | 0
met4 | 2.74 | 1.0
met3 | 3.46 | 3.6
met2 | 18.5 | 41
met1 | 29.0 | 55
[critical path: stages (launching register included)]
cell and delay (ns):
sky130_fd_sc_hd__edfxtp_1 0.43, sky130_fd_sc_hd__inv_1 0.10, sky130_fd_sc_hd__ha_1 0.14, sky130_fd_sc_hd__nor4b_2 0.25, sky130_fd_sc_hd__nand4_2 0.30, sky130_fd_sc_hd__or2_1 0.45
sky130_fd_sc_hd__nor3_2 0.15, sky130_fd_sc_hd__buf_4 0.40
[stage by stage]
| step | std cells | cell area, um2 | hold WS (ns) | total power [W] |
|---|---|---|---|---|
| 2_1_floorplan | 281 | 3060 | 0.427 | 0.000525 |
| 3_3_place_gp | 391 | 3340 | 0.460 | 0.000539 |
| 3_5_place_dp | 391 | 3340 | 0.461 | 0.000540 |
| 4_1_cts | 407 | 3530 | 0.477 | 0.000917 |
| 5_1_grt | 407 | 3530 | 0.496 | 0.000946 |
| 6_report | 407 | 3530 | 0.473 | 0.000905 |
[synth_stat cells, types with 4 or more instances]
master and instances:
sky130_fd_sc_hd__edfxtp_1 32, sky130_fd_sc_hd__dfxtp_1 30, sky130_fd_sc_hd__nor2_1 25, sky130_fd_sc_hd__xor2_1 20, sky130_fd_sc_hd__mux2i_1 18, sky130_fd_sc_hd__inv_1 17, sky130_fd_sc_hd__nand2b_1 16, sky130_fd_sc_hd__xnor2_1 13
sky130_fd_sc_hd__nand3_1 11, sky130_fd_sc_hd__nor3_1 10, sky130_fd_sc_hd__nand2_1 9, sky130_fd_sc_hd__nor4_1 9, sky130_fd_sc_hd__a21oi_1 8, sky130_fd_sc_hd__o21ai_0 8, sky130_fd_sc_hd__o311a_1 8, sky130_fd_sc_hd__clkbuf_1 7
sky130_fd_sc_hd__nand4_1 5, sky130_fd_sc_hd__nor4_2 5, sky130_fd_sc_hd__and3_1 4, sky130_fd_sc_hd__ha_1 4
[final timing paths]
check                     startpoint                 endpoint  slack [ns]  cells after the start
min          shift_done$_SDFFE_PP0P_  shift_done$_SDFFE_PP0P_        0.47                      1
max reg2reg           i[0]$_DFFE_PP_          i[13]$_DFFE_PP_        3.02                      7
max                   i[0]$_DFFE_PP_          i[13]$_DFFE_PP_        3.02                      7
min reg2reg  shift_done$_SDFFE_PP0P_  shift_done$_SDFFE_PP0P_        0.47                      1
[layout make-up]
type	count	share of cell area, %
clock buffers	9	3.51
clock inverters	7	1.84
inverters	17	1.81
multi-input cells	189	38.5
flip-flops and latches	62	44.2
well taps	99	3.51
repair buffers	24	6.59
[power by group]
| part | leakage (nW) | internal (W) | total, W | switching [W] |
|---|---|---|---|---|
| Clock | 0.0863 | 0.000201 | 0.000375 | 0.000173 |
| Combinational | 0.616 | 0.0000228 | 0.0000416 | 0.0000189 |
| Sequential | 0.533 | 0.000482 | 0.000488 | 0.00000669 |
[kinds of logic after synthesis]
group | after synthesis | synth area share [%]
AND/OR/NAND/NOR | 108 | 21.4
flip-flops | 62 | 51.1
XOR/XNOR | 33 | 9.46
buffers and inverters | 30 | 4.54
AND-OR/OR-AND | 26 | 5.98
multiplexers | 18 | 5.89
adder cells (fa/ha/maj) | 4 | 1.64
Power and IR drop assume default switching activity.
